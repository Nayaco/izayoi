## flow/design.v

```verilog
module dino(
    input wire clk_25MHz,
    input wire clk_1KHz,
    input wire clk_100Hz,
    input wire clk_50Hz,
    input wire clk_25Hz,
    input wire rst,
    input wire start,
    input wire up,
    input wire down,
    input wire kill,
    output reg [9: 0]x,
    output reg [8: 0]y, 
    output reg [3: 0]dino_state = 0, 
    output wire dino_animation_state,
    output wire dino_sparkle_state,
    output wire [1:0]dino_test
);
assign dino_test = dino_down_state;
parameter INITIAL_POS_X = 20,
          INITIAL_POS_Y = 400,
          DINO_ANIMATION_T = 3,
          DINO_SPARKLE_T = 7,
          DINO_JUMP_SPEED = 2;
initial begin 
    x = INITIAL_POS_X;
    y = INITIAL_POS_Y;
end
localparam DINO_STOP = 4'b00_00,
           DINO_RUN = 4'b00_01,
           DINO_JUMP = 4'b00_11,
           DINO_DOWN = 4'b00_10,
           DINO_DIE = 4'b01_10;
reg [31: 0]animation_count = 0;
assign dino_animation_state = animation_count[DINO_ANIMATION_T];
assign dino_sparkle_state = animation_count[DINO_SPARKLE_T];
always @(posedge clk_100Hz) begin
    if(dino_state == DINO_RUN || dino_state == DINO_DOWN || dino_state == DINO_STOP)animation_count = animation_count + 1;
        else if(dino_state == DINO_DIE)animation_count = 0;
end
localparam DINO_DOWN_Y = INITIAL_POS_Y + 17;
localparam DINO_JUMP_NOT_OVER = 0,
           DINO_JUMP_OVER     = 3,
           DINO_JUMP_OVER_NR  = 1; 
localparam DINO_DOWN_OVER_NR = 1,
           DINO_DOWN_OVER_R = 0, 
           DINO_DOWN_R = 3,
           DINO_DOWN_NR = 2; 
parameter DINO_G = 1,
          DINO_INITIAL_V = 10;
reg [9: 0]dino_y_jump_double = 0;
reg [31: 0]dino_v_y = 0;
reg dino_v_y_minus = 0;
reg [1: 0]dino_jump_state_over = DINO_JUMP_OVER_NR;
reg [1: 0]dino_down_state = DINO_DOWN_OVER_NR;
reg [3: 0]dino_last_state = DINO_STOP;
always @(posedge clk_50Hz) begin
    case(dino_state)
        DINO_DIE: begin
            dino_down_state[0] = 0;
            if(dino_last_state == DINO_DOWN)y = INITIAL_POS_Y;
            dino_jump_state_over = DINO_JUMP_OVER_NR;
        end
        DINO_JUMP: begin
            dino_down_state[0] = 0;
            if(dino_jump_state_over == DINO_JUMP_OVER_NR)begin
                dino_v_y = DINO_INITIAL_V;
                dino_v_y_minus = 0;
                dino_jump_state_over = DINO_JUMP_NOT_OVER;
                dino_y_jump_double = 0;
                y = INITIAL_POS_Y;
            end 
            else begin
                if(!dino_v_y_minus)begin  
                    dino_y_jump_double = dino_y_jump_double + dino_v_y;
                    y = INITIAL_POS_Y - dino_y_jump_double[9: 1];
                    dino_v_y = (dino_v_y >= DINO_G) ? (dino_v_y - DINO_G) : 0;
                    dino_v_y_minus = (dino_v_y >= DINO_G) ? 0 : 1;
                    dino_jump_state_over = DINO_JUMP_NOT_OVER;
                end
                else begin  
                    dino_y_jump_double = (dino_y_jump_double > dino_v_y) ? dino_y_jump_double - dino_v_y : 0; 
                    y = INITIAL_POS_Y - dino_y_jump_double[9: 1];
                    dino_v_y = (dino_y_jump_double > 0) ? (dino_v_y + DINO_G) : 0;
                    dino_v_y_minus = (dino_y_jump_double > 0) ? 1 : 0;
                    dino_jump_state_over = (dino_y_jump_double > 0) ? DINO_JUMP_NOT_OVER : DINO_JUMP_OVER;
                end
            end
        end
        DINO_DOWN: begin
            dino_jump_state_over = DINO_JUMP_OVER_NR;
            if (dino_down_state == DINO_DOWN_OVER_NR)begin
                y = INITIAL_POS_Y;
                dino_down_state[0] = 0;
            end
            else if (dino_down_state == DINO_DOWN_NR)begin
                y = DINO_DOWN_Y;
                dino_down_state[0] = 1;
            end
        end
        default: begin
            if(dino_down_state == DINO_DOWN_NR)begin
                y = DINO_DOWN_Y;
                dino_down_state[0] = 1;
            end
            else begin
                y = INITIAL_POS_Y;
                dino_down_state[0] = 0;
            end
            dino_jump_state_over = DINO_JUMP_OVER_NR;
        end
    endcase
    dino_last_state = dino_state;
end
always @(posedge clk_25MHz) begin
    case (dino_state)
        DINO_STOP: begin
            if(start) dino_state = DINO_RUN;
        end
        DINO_RUN:  begin
            if(rst)dino_state = DINO_RUN;
            else if(kill) dino_state = DINO_DIE;
            else if((up & ~down) && dino_down_state == DINO_DOWN_OVER_R)dino_state = DINO_JUMP;
            else if(~up & down)begin
                if(dino_down_state == DINO_DOWN_R)dino_state = DINO_DOWN;
                else dino_down_state[1] = 1;
            end
        end
        DINO_JUMP: begin
            if(rst) dino_state = DINO_RUN;
            else if(kill) dino_state = DINO_DIE;
            else if(dino_jump_state_over == DINO_JUMP_OVER)dino_state = DINO_RUN;
        end
        DINO_DOWN: begin
            if(rst) dino_state = DINO_RUN;
            else if(kill) dino_state = DINO_DIE;
            else begin
                if(!down)begin
                    if(dino_down_state == DINO_DOWN_OVER_R)begin
                        dino_state = DINO_RUN;
                    end
                    else if(dino_down_state == DINO_DOWN_R)begin
                        dino_down_state[1] = 0;
                    end
                end
                else begin
                    dino_down_state[1] = 1;
                end
            end 
        end
        DINO_DIE: begin
            if(rst)dino_state = DINO_RUN;
        end
    endcase
end
endmodule
```

## flow/config.mk

```make
export PLATFORM = sky130hd
export DESIGN_NAME = dino
export DESIGN_NICKNAME = dino
export VERILOG_FILES = /design/flow/design.v
export SDC_FILE = /design/flow/constraint.sdc
export NUM_CORES = 4
export LEC_CHECK = 1
export CORE_UTILIZATION = 50
```

## flow/constraint.sdc

```tcl
current_design dino

set clk_period 3.2
set clk_io_pct 0.2

create_clock -name clk0 -period $clk_period [get_ports {clk_100Hz}]
create_clock -name clk1 -period $clk_period [get_ports {clk_25MHz}]
create_clock -name clk2 -period $clk_period [get_ports {clk_50Hz}]

set non_clock_inputs [all_inputs -no_clocks]
set_input_delay [expr $clk_period * $clk_io_pct] -clock clk0 $non_clock_inputs
set_output_delay [expr $clk_period * $clk_io_pct] -clock clk0 [all_outputs]
```

## flow/run.sh

```bash
#!/bin/bash
# OpenROAD 26Q1-2900-gdf79404cd8, Yosys 0.63+post, stock flow scripts
make -C /OpenROAD-flow-scripts/flow DESIGN_CONFIG=/design/flow/config.mk WORK_HOME=/design/flow/orfs finish
```

==> Changelog: implementation <==
### Metrics

* Pre-Place Util at 0.5244
* Crit end category: register
* Layout cells sized above 1 at 0.3047
* Final Max Slew Viols at 0
* CP dominant cell by count: or4_4
* Yosys cell count at just over 600
* Main flop type: edfxtp_1
* Hold crit path type: reg2reg
* Stage-log warning count at 44
* # setup viols final at 7
* Clock transition at path regs at about 0.070 ns
* # rows at 37
* Slowest cell on crit path: or4b_4
* Final Power at ~6.6 mW
* Yosys reg bits at about 70
* Core ar. at between 0.01 and 0.015 mm²
* Hold_buf cts at 0
* Netlist cell types at approximately 82
* Setup TNS at -0.5348 ns
* Ant diodes at 0
* Sink Count at about 70
* Routed Antenna Nets at 0
* RD Place Congestion at 0.9437
* Initial antenna violation count at 0
* Cell Chain, Critical Path: or4_4, or4_4, or4b_4, a211oi_2, nor3_2, ha_2, nand3_2, o32a_4, o211ai_4, a21oi_2, mux2i_1
* P_leak at approximately 2.7 nW
* Crit start category: register
* Max cap viols at 0
* Yosys synthesis warning count at 1
* Outcome: complete, but fails checks
* Final worst slack at -0.1652 ns
* Initial DRC Count at 332
* Pin count of the biggest net entering global routing at 45
* Worst-margin pin slew at 0.7812 ns
* DP Area at 0.006598 mm²
* Relative slew slack at 0.4643
* Die width at between 100 and 150 µm
* Post-Place Worst Slack at -0.2429 ns
* Post-Route WL at approximately 14 mm
* RSZ-0062 raised after global routing: true
* Area reported by Yosys stat at 0.005487 mm²
* Largest fanout on the critical path at 4
* Critical path class: reg2reg
* P&R area growth vs syn at 32.73%
* Post-route design area at around 0.0073 mm²
* Number of enable flip-flop cells at ~65
* Global-route wire length before repair at around 24 mm
* Vias in the first global route at between 4000 and 5000
* Mapped Area at roughly 0.0055 mm²
* Worst EP arrival at approximately 3.6 ns
* Via count at 5034
* Die height at between 100 and 150 µm
* Data required time of the worst path at roughly 3.4 ns
* Largest stage delay, worst path at ~0.57 ns
* Port Buffers at 21
* R2r worst-path depth at 11
* DR vias/cell at 5.714
* TritonCTS clock tree: built
* Mean Syn Cell Area at about 9 µm²
* Chip area at between 0.01 and 0.015 mm²
* Fraction of registers with async set/reset at 0
* Dpl hpwl at ~11 mm
* Synthesized instance count at 608
* FILL cells at between 700 and 800
* GR Overflow Total at 0
* Hold depth at 0
* Peak VDD IR at a little under 500 µV
* DRT Pass-1 Iters at 5
* Pwr/cell area at 902.4 mW/mm²
* Failing checks: negative setup slack
* DRC at 0
* Gr usage total at 0.2787
* Drt wl/cell at roughly 16 µm
* Final hold vios at 0
* # IOs at 37
* Sequential share of the synthesized area at 0.3740
* Fin Clk Skew at between 0.007 and 0.008 ns
==> metrics by stage <==
stage | std cells | hold WS (ns) | utilization
final | 881 | 0.5195 | 0.6960
after global routing | 881 | 0.5597 | 0.6960
after CTS | 874 | 0.5167 | 0.6785
after detailed placement | 841 | 0.6195 | 0.6306
after global placement | 841 | 0.5985 | 0.6306
after floorplan | 617 | 0.3462 | -
==> flip-flops by register name, indices dropped and copies added, names as in the netlist <==
register,count
dino_down_state,2
dino_last_state,3
dino_v_y,32
dino_v_y_minus,1
dino_y_jump_double,10
dino_jump_state_over,2
animation_count,8
y,9
dino_state,3
==> placed cells by master, fill, tap and decap left out, types with 19 or more instances in the layout <==
master	count
a21oi_1	30
nor3_1	25
buf_4	118
clkdlybuf4s50_1	21
ha_1	21
xnor2_1	25
edfxtp_1	65
nor2_1	77
nand2_1	33
inv_1	19
==> kinds of logic (layout without fill, tap and decap cells) <==
group,count (synthesis),count (layout),synth area share
AOI/OAI and AO/OA,141,141,0.1929
xor gates and xnor gates,34,34,0.05428
adders and majority gates,26,26,0.06203
DFF,70,70,0.3740
muxes,3,3,0.005701
other,2,11,0.001369
and+or+nand+nor,267,267,0.2563
buffers and inverters,65,193,0.05336
==> cells in the mapped netlist (3+ instances only) <==
master,instances,area [µm²]
and3_1,13,81.33
ha_1,24,300.3
and2_1,7,43.79
nand2b_1,9,56.30
nor4b_1,4,35.03
and4_1,4,35.03
a211oi_1,13,97.59
or2_2,8,50.05
nor4_1,13,81.33
xnor2_1,27,236.5
a21o_1,4,30.03
a211o_1,3,26.28
o311ai_2,3,48.80
dfxtp_1,5,100.1
clkbuf_1,27,101.4
edfxtp_1,65,1952
nor2_1,78,292.8
a221oi_1,6,52.55
nor3b_1,3,22.52
nor2b_1,10,62.56
a22oi_1,3,22.52
nand3b_1,6,45.04
xor2_1,7,61.31
o31a_1,3,26.28
nand2_1,35,131.4
a21oi_1,34,170.2
nor3_1,31,155.2
nand3_1,15,75.07
a31oi_1,6,37.54
or3_1,8,50.05
o221a_1,3,33.78
o21ai_0,19,95.09
buf_4,11,82.58
o22ai_1,3,18.77
o31ai_1,3,22.52
nand4_1,10,62.56
o211ai_1,4,30.03
o21a_1,5,37.54
inv_1,23,86.33
==> power breakdown <==
group / total, mW / switching [mW] / internal (mW)
clock: 0.879 / 0.364 / 0.515
combinational: 4.00 / 2.13 / 1.87
sequential: 1.70 / 0.234 / 1.46
==> metal layers <==
metal	vias up	share of wire	routed length (µm)	global-route usage
met4	0	0.020	291	0.07534
met3	21	0.040	573	0.04340
li1	2530	-	-	-
met5	-	0	0	0
met2	111	0.47	6721	0.4276
met1	2372	0.47	6791	0.4358
==> path summary, 6_finish.rpt <==
path | from | endpoint | slack, ns
min reg2reg | dino_state[1]$_DFFE_PP_ | dino_last_state[1]$_DFF_P_ | 0.52
min in group clk0 | animation_count[7]$_SDFFCE_PN0P_ | animation_count[7]$_SDFFCE_PN0P_ | 0.62
min | dino_state[1]$_DFFE_PP_ | dino_last_state[1]$_DFF_P_ | 0.52
min in group clk1 | dino_down_state[1]$_SDFFCE_PP1P_ | dino_down_state[1]$_SDFFCE_PP1P_ | 0.84
max | dino_v_y[16]$_SDFFCE_PP0P_ | y[8]$_DFFE_PP_ | -0.17
max reg2reg | dino_v_y[16]$_SDFFCE_PP0P_ | y[8]$_DFFE_PP_ | -0.17
max in group clk1 | down | dino_state[0]$_DFFE_PP_ | 1.13
max in group clk0 | dino_state[2]$_DFFE_PP_ | dino_state[2] | 1.22
==> area by class of cell <==
| type | instances | area (µm²) | share of cell area |
|---|---|---|---|
| Multi-Input combinational cell | 482 | 3516 | 0.4828 |
| Sequential cell | 70 | 2052 | 0.2818 |
| Timing Repair Buffer | 147 | 1186 | 0.1629 |
| Clock buffer | 16 | 210.2 | 0.02887 |
| Tap cell | 136 | 170.2 | 0.02337 |
| Inverter | 24 | 90.09 | 0.01237 |
| Clock inverter | 6 | 57.56 | 0.007904 |
==> worst max-delay path, delay by kind of cell, from the launching register on <==
kind	cells	cell delay, ns
compound gates	4	0.69
fa+ha+maj	1	0.22
flops	1	0.39
mux	1	0.21
simple gates	5	1.71
==> timing repair <==
action,4_1_cts,5_1_grt
endpoints found under the setup margin,23,23
setup buffers,11,8
gates cloned,0,0
hold endpoints to repair,0,0
resized,30,27
pin swaps,16,15
No activity file was given, so power comes from the tool's default toggle rates.
